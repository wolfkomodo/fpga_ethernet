===== ./run.sh =====
#!/bin/bash
# OpenROAD 26Q1-2900-gdf79404cd8, Yosys 0.63+post, stock flow scripts
make -C /OpenROAD-flow-scripts/flow DESIGN_CONFIG=/design/flow/config.mk WORK_HOME=/design/flow/orfs finish

===== ./config.mk =====
export PLATFORM = sky130hd
export DESIGN_NAME = evt_counter
export DESIGN_NICKNAME = evt_counter
export VERILOG_FILES = /design/flow/design.v
export SDC_FILE = /design/flow/constraint.sdc
export NUM_CORES = 4
export LEC_CHECK = 1
export CORE_AREA = 10 10 78 78
export DIE_AREA = 0 0 88 88

===== ./constraint.sdc =====
current_design evt_counter

set clk_period 2.7
set clk_io_pct 0.2

create_clock -name clk0 -period $clk_period [get_ports {clk_in}]

set non_clock_inputs [all_inputs -no_clocks]
set_input_delay [expr $clk_period * $clk_io_pct] -clock clk0 $non_clock_inputs
set_output_delay [expr $clk_period * $clk_io_pct] -clock clk0 [all_outputs]

===== ./design.v =====
`default_nettype none
module evt_counter
  #(
    parameter MAX_COUNT = 6_000
  )
  ( input wire          clk_in,
    input wire          rst_in,
    input wire          evt_in,
    output logic[15:0]  count_out
  );
  always_ff @(posedge clk_in) begin
    if (rst_in) begin
      count_out <= 16'b0;
    end else begin
      if (evt_in) begin
        count_out <= (count_out == MAX_COUNT - 1) ? 0 : count_out + 1;
      end
    end
  end
endmodule
`default_nettype wire

==> results.sh <==
# yosys + openroad results
export IMPL_status="complete, no violations"
export IMPL_grt_remaining_overflow=0
export IMPL_synth_area_leader_cell="dfxtp_1"
export IMPL_routed_wl_microns=1890
export IMPL_r2r_cells=4
export IMPL_cts_sinks=16
export IMPL_relSlewSlack_pct=76.4
export IMPL_ys_area_sq_um=793
export IMPL_die_y_microns=88
export IMPL_stdcell_count=154
export IMPL_drt_iter0_markers=70
export IMPL_cts_max_level=1
export IMPL_hold_worst_slack_ns=0.509
export IMPL_grt_max_degree=16
export IMPL_area_leaders="dfxtp_1 40%, xor2_1 8.8%, nor2_1 7.1%, xnor2_1 6.6%, nand4_1 5.5%"
export IMPL_portBuffers=18
export IMPL_clockBufferDepth=2
export IMPL_vias=668
export IMPL_vdd_drop_max_mv=0.149
export IMPL_required_ns=2.88
export IMPL_openroad_warnings=25
export IMPL_placementRows=24
export IMPL_grtUsageTotal_pct=4.97
export IMPL_avgSynthCellArea_sq_um=9.33
export IMPL_diodes=0
export IMPL_r2r_end="count_out[15]"
export IMPL_syn2layout_area_growth_pct=32.3
export IMPL_crit_start="evt_in"
export IMPL_core_area_sq_um=4410
export IMPL_dp_hpwl_microns=1420
export IMPL_die_x_microns=88
export IMPL_power_density_nw_per_um2=452
export IMPL_fillers=463
export IMPL_fin_skew_ns=0.00468
export IMPL_gp_congestion=0.818
export IMPL_leakage_nw=0.328
export IMPL_wl_per_cell_microns=12.3
export IMPL_ys_ff=16
export IMPL_cts_tree="yes"
export IMPL_antenna_found_initial=0
export IMPL_cts_setup_buffers=0
export IMPL_cp_end_kind="register"
export IMPL_yosys_warnings=1
export IMPL_hp_class="reg2reg"
export IMPL_cts_root_buf="clkbuf_8"
export IMPL_worst_slew_pin_slew_ns=0.351
export IMPL_critPathMaxFanout=7
export IMPL_postRouteAntennaNets=0
export IMPL_fin_crit_ns=1.99
export IMPL_r2r_setup_slack_ns=1.14
export IMPL_setup_slack_ns=0.707
export IMPL_pin_count=19
export IMPL_ctsHoldBuffers=0
export IMPL_r2r_start="count_out[4]"
export IMPL_slew_viol_final=0
export IMPL_synth_seq_share_pct=40.4
export IMPL_drc=0
export IMPL_clock_latency_ns=0.25
export IMPL_busiest_layer="met1"
export IMPL_dieArea_sq_um=7740
export IMPL_area_combinational_sq_um=429
export IMPL_use_met1_pct=7.09
export IMPL_rsz0062_at_grt="false"
export IMPL_arrival_ns=2.17
export IMPL_start_kind="input pin"
export IMPL_drive_above_1_share_pct=8.82
export IMPL_ys_types=26
export IMPL_grt_use_met2_pct=7.01
export IMPL_synth_top_area_share_pct=40.4
export IMPL_grt_pass1_vias=615
export IMPL_clock_fmax_mhz=502
export IMPL_finalHoldViolations=0
export IMPL_reg_top3="count_out: 16 flops"
export IMPL_largest_reg_flops=16
export IMPL_clk_pin_slew_ns=0.06
export IMPL_place_worst_setup_slack_ns=0.474
export IMPL_netlist_area_sq_um=793
export IMPL_initCoreUtil_pct=18.0
export IMPL_numCtsBuffers=3
export IMPL_stdcell_area_sq_um=1050
export IMPL_ys_cells=85
export IMPL_place_area_sq_um=995
export IMPL_viasPerCell=4.34
export IMPL_postSynthCellCount=85
export IMPL_use_met3_pct=2.06
export IMPL_period_used_pct=73.8
export IMPL_regArea_sq_um=320
export IMPL_setup_viol=0
export IMPL_drv_cap=0
export IMPL_placed_cells=150
export IMPL_largest_register="count_out"
export IMPL_grt_pass1_wl_microns=3150
export IMPL_critPathKind="in2reg"
export IMPL_fin_setup_tns_ns=0
export IMPL_crit_end="count_out[15]"
export IMPL_drt_pass1_iterations=4
export IMPL_cts_resized=0
-- synth_stat cells --
cell	n
nand2_1	3
nor4_1	3
o31ai_1	1
nor3_1	1
ha_1	1
nand3_4	1
and4_1	1
nand4b_1	1
a41o_2	1
buf_6	3
a21oi_1	1
mux2i_1	1
and4_2	1
nor2_1	15
and3_4	1
and4_4	1
or3_1	1
nor3b_1	1
buf_2	2
xor2_1	8
nand3_1	6
dfxtp_1	16
nand2b_1	1
nand4_1	7
xnor2_1	6
or4_1	1
-- through the flow --
stage / total power [mW] / util, %
final: 0.474 / 23.8
after global routing: 0.502 / 23.8
after CTS: 0.480 / 23.8
after detailed placement: 0.271 / 22.5
after global placement: 0.271 / 22.5
after floorplan: 0.260 / -
-- layout make-up --
cell class / instances / share of cell area [%]
flip-flops and latches: 16 / 30.5
multi-input cells: 64 / 40.9
well taps: 52 / 6.20
repair buffers: 18 / 17.2
clock buffers: 4 / 5.24
-- worst min path at each step --
| stage | from | to | depth (start not counted) |
|---|---|---|---|
| final | count_out[15] | count_out[15] | 2 |
| after global routing | count_out[15] | count_out[15] | 2 |
| after CTS | count_out[15] | count_out[15] | 2 |
-- where the power goes --
group / internal, mW / switching (mW) / leakage, nW
logic: 0.0125 / 0.00900 / 0.170
clock network: 0.129 / 0.0794 / 0.0288
registers: 0.239 / 0.00466 / 0.129
-- metal layers --
metal / wire, microns / vias to the layer above
met5: 0 / -
met4: 9 / 0
met3: 254 / 4
met2: 799 / 33
met1: 828 / 295
li1: - / 336
-- cell families (layout without fill, tap and decap cells) --
| kind of cell | after synthesis | in the layout | synth area share [%] |
|---|---|---|---|
| AND-OR/OR-AND | 3 | 3 | 3.00 |
| XOR/XNOR | 14 | 14 | 15.5 |
| multiplexers | 1 | 1 | 1.26 |
| AND/OR/NAND/NOR | 45 | 45 | 32.8 |
| flip-flops | 16 | 16 | 40.4 |
| adder cells (fa/ha/maj) | 1 | 1 | 1.58 |
| buffers and inverters | 5 | 22 | 5.52 |
-- critical path: stages --
cell,delay (ns)
clkdlybuf4s50_1,0.61
and4_4,0.31
nand3_4,0.08
or4_1,0.48
a21oi_1,0.15
-- cell usage in the layout, fill, tap and decap left out --
cell,count
nor4_1,3
or3_1,1
ha_1,1
clkbuf_8,4
and4_4,1
xor2_1,8
xnor2_1,6
or4_1,1
nand3_4,1
nand2_1,3
a21oi_1,1
nand2b_1,1
and3_4,1
dfxtp_1,16
nor2_1,15
nand3_1,6
nor3b_1,1
nor3_1,1
a41o_2,1
o31ai_1,1
nand4_1,7
nand4b_1,1
and4_2,1
mux2i_1,1
clkdlybuf4s50_1,18
and4_1,1
No activity file was given, so power comes from the tool's default toggle rates.
